==> ./design.v <==
`timescale 1ns / 1ps
module Sbox(in,id,out);
    input [5:0]in;
    input [3:0]id;
    output [3:0]out;
    assign out=SBOX(in,id);
    function [4:1] SBOX(input [6:1] B, input reg [4:0] s_table_id);
    reg [2:1] i;
    reg [4:1] j;
    reg [3:0] S1[3:0][15:0];
    reg [3:0] S2[3:0][15:0];
    reg [3:0] S3[3:0][15:0];
    reg [3:0] S4[3:0][15:0];
    reg [3:0] S5[3:0][15:0];
    reg [3:0] S6[3:0][15:0];
    reg [3:0] S7[3:0][15:0];
    reg [3:0] S8[3:0][15:0];
    begin
			S1[0][0] = 14;
			S1[0][1] = 4;
			S1[0][2] = 13;
			S1[0][3] = 1;
			S1[0][4] = 2;
			S1[0][5] = 15;
			S1[0][6] = 11;
			S1[0][7] = 8;
			S1[0][8] = 3;
			S1[0][9] = 10;
			S1[0][10] = 6;
			S1[0][11] = 12;
			S1[0][12] = 5;
			S1[0][13] = 9;
			S1[0][14] = 0;
			S1[0][15] = 7;
			S1[1][0] = 0;
			S1[1][1] = 15;
			S1[1][2] = 7;
			S1[1][3] = 4;
			S1[1][4] = 14;
			S1[1][5] = 2;
			S1[1][6] = 13;
			S1[1][7] = 1;
			S1[1][8] = 10;
			S1[1][9] = 6;
			S1[1][10] = 12;
			S1[1][11] = 11;
			S1[1][12] = 9;
			S1[1][13] = 5;
			S1[1][14] = 3;
			S1[1][15] = 8;
			S1[2][0] = 4;
			S1[2][1] = 1;
			S1[2][2] = 14;
			S1[2][3] = 8;
			S1[2][4] = 13;
			S1[2][5] = 6;
			S1[2][6] = 2;
			S1[2][7] = 11;
			S1[2][8] = 15;
			S1[2][9] = 12;
			S1[2][10] = 9;
			S1[2][11] = 7;
			S1[2][12] = 3;
			S1[2][13] = 10;
			S1[2][14] = 5;
			S1[2][15] = 0;
			S1[3][0] = 15;
			S1[3][1] = 12;
			S1[3][2] = 8;
			S1[3][3] = 2;
			S1[3][4] = 4;
			S1[3][5] = 9;
			S1[3][6] = 1;
			S1[3][7] = 7;
			S1[3][8] = 5;
			S1[3][9] = 11;
			S1[3][10] = 3;
			S1[3][11] = 14;
			S1[3][12] = 10;
			S1[3][13] = 0;
			S1[3][14] = 6;
			S1[3][15] = 13;
			S2[0][0] = 15;
			S2[0][1] = 1;
			S2[0][2] = 8;
			S2[0][3] = 14;
			S2[0][4] = 6;
			S2[0][5] = 11;
			S2[0][6] = 3;
			S2[0][7] = 4;
			S2[0][8] = 9;
			S2[0][9] = 7;
			S2[0][10] = 2;
			S2[0][11] = 13;
			S2[0][12] = 12;
			S2[0][13] = 0;
			S2[0][14] = 5;
			S2[0][15] = 10;
			S2[1][0] = 3;
			S2[1][1] = 13;
			S2[1][2] = 4;
			S2[1][3] = 7;
			S2[1][4] = 15;
			S2[1][5] = 2;
			S2[1][6] = 8;
			S2[1][7] = 14;
			S2[1][8] = 12;
			S2[1][9] = 0;
			S2[1][10] = 1;
			S2[1][11] = 10;
			S2[1][12] = 6;
			S2[1][13] = 9;
			S2[1][14] = 11;
			S2[1][15] = 5;
			S2[2][0] = 0;
			S2[2][1] = 14;
			S2[2][2] = 7;
			S2[2][3] = 11;
			S2[2][4] = 10;
			S2[2][5] = 4;
			S2[2][6] = 13;
			S2[2][7] = 1;
			S2[2][8] = 5;
			S2[2][9] = 8;
			S2[2][10] = 12;
			S2[2][11] = 6;
			S2[2][12] = 9;
			S2[2][13] = 3;
			S2[2][14] = 2;
			S2[2][15] = 15;
			S2[3][0] = 13;
			S2[3][1] = 8;
			S2[3][2] = 10;
			S2[3][3] = 1;
			S2[3][4] = 3;
			S2[3][5] = 15;
			S2[3][6] = 4;
			S2[3][7] = 2;
			S2[3][8] = 11;
			S2[3][9] = 6;
			S2[3][10] = 7;
			S2[3][11] = 12;
			S2[3][12] = 0;
			S2[3][13] = 5;
			S2[3][14] = 14;
			S2[3][15] = 9;
			S3[0][0] = 10;
			S3[0][1] = 0;
			S3[0][2] = 9;
			S3[0][3] = 14;
			S3[0][4] = 6;
			S3[0][5] = 3;
			S3[0][6] = 15;
			S3[0][7] = 5;
			S3[0][8] = 1;
			S3[0][9] = 13;
			S3[0][10] = 12;
			S3[0][11] = 7;
			S3[0][12] = 11;
			S3[0][13] = 4;
			S3[0][14] = 2;
			S3[0][15] = 8;
			S3[1][0] = 13;
			S3[1][1] = 7;
			S3[1][2] = 0;
			S3[1][3] = 9;
			S3[1][4] = 3;
			S3[1][5] = 4;
			S3[1][6] = 6;
			S3[1][7] = 10;
			S3[1][8] = 2;
			S3[1][9] = 8;
			S3[1][10] = 5;
			S3[1][11] = 14;
			S3[1][12] = 12;
			S3[1][13] = 11;
			S3[1][14] = 15;
			S3[1][15] = 1;
			S3[2][0] = 13;
			S3[2][1] = 6;
			S3[2][2] = 4;
			S3[2][3] = 9;
			S3[2][4] = 8;
			S3[2][5] = 15;
			S3[2][6] = 3;
			S3[2][7] = 0;
			S3[2][8] = 11;
			S3[2][9] = 1;
			S3[2][10] = 2;
			S3[2][11] = 12;
			S3[2][12] = 5;
			S3[2][13] = 10;
			S3[2][14] = 14;
			S3[2][15] = 7;
			S3[3][0] = 1;
			S3[3][1] = 10;
			S3[3][2] = 13;
			S3[3][3] = 0;
			S3[3][4] = 6;
			S3[3][5] = 9;
			S3[3][6] = 8;
			S3[3][7] = 7;
			S3[3][8] = 4;
			S3[3][9] = 15;
			S3[3][10] = 14;
			S3[3][11] = 3;
			S3[3][12] = 11;
			S3[3][13] = 5;
			S3[3][14] = 2;
			S3[3][15] = 12;
			S4[0][0] = 7;
			S4[0][1] = 13;
			S4[0][2] = 14;
			S4[0][3] = 3;
			S4[0][4] = 0;
			S4[0][5] = 6;
			S4[0][6] = 9;
			S4[0][7] = 10;
			S4[0][8] = 1;
			S4[0][9] = 2;
			S4[0][10] = 8;
			S4[0][11] = 5;
			S4[0][12] = 11;
			S4[0][13] = 12;
			S4[0][14] = 4;
			S4[0][15] = 15;
			S4[1][0] = 13;
			S4[1][1] = 8;
			S4[1][2] = 11;
			S4[1][3] = 5;
			S4[1][4] = 6;
			S4[1][5] = 15;
			S4[1][6] = 0;
			S4[1][7] = 3;
			S4[1][8] = 4;
			S4[1][9] = 7;
			S4[1][10] = 2;
			S4[1][11] = 12;
			S4[1][12] = 1;
			S4[1][13] = 10;
			S4[1][14] = 14;
			S4[1][15] = 9;
			S4[2][0] = 10;
			S4[2][1] = 6;
			S4[2][2] = 9;
			S4[2][3] = 0;
			S4[2][4] = 12;
			S4[2][5] = 11;
			S4[2][6] = 7;
			S4[2][7] = 13;
			S4[2][8] = 15;
			S4[2][9] = 1;
			S4[2][10] = 3;
			S4[2][11] = 14;
			S4[2][12] = 5;
			S4[2][13] = 2;
			S4[2][14] = 8;
			S4[2][15] = 4;
			S4[3][0] = 3;
			S4[3][1] = 15;
			S4[3][2] = 0;
			S4[3][3] = 6;
			S4[3][4] = 10;
			S4[3][5] = 1;
			S4[3][6] = 13;
			S4[3][7] = 8;
			S4[3][8] = 9;
			S4[3][9] = 4;
			S4[3][10] = 5;
			S4[3][11] = 11;
			S4[3][12] = 12;
			S4[3][13] = 7;
			S4[3][14] = 2;
			S4[3][15] = 14;
			S5[0][0] = 2;
			S5[0][1] = 12;
			S5[0][2] = 4;
			S5[0][3] = 1;
			S5[0][4] = 7;
			S5[0][5] = 10;
			S5[0][6] = 11;
			S5[0][7] = 6;
			S5[0][8] = 8;
			S5[0][9] = 5;
			S5[0][10] = 3;
			S5[0][11] = 15;
			S5[0][12] = 13;
			S5[0][13] = 0;
			S5[0][14] = 14;
			S5[0][15] = 9;
			S5[1][0] = 14;
			S5[1][1] = 11;
			S5[1][2] = 2;
			S5[1][3] = 12;
			S5[1][4] = 4;
			S5[1][5] = 7;
			S5[1][6] = 13;
			S5[1][7] = 1;
			S5[1][8] = 5;
			S5[1][9] = 0;
			S5[1][10] = 15;
			S5[1][11] = 10;
			S5[1][12] = 3;
			S5[1][13] = 9;
			S5[1][14] = 8;
			S5[1][15] = 6;
			S5[2][0] = 4;
			S5[2][1] = 2;
			S5[2][2] = 1;
			S5[2][3] = 11;
			S5[2][4] = 10;
			S5[2][5] = 13;
			S5[2][6] = 7;
			S5[2][7] = 8;
			S5[2][8] = 15;
			S5[2][9] = 9;
			S5[2][10] = 12;
			S5[2][11] = 5;
			S5[2][12] = 6;
			S5[2][13] = 3;
			S5[2][14] = 0;
			S5[2][15] = 14;
			S5[3][0] = 11;
			S5[3][1] = 8;
			S5[3][2] = 12;
			S5[3][3] = 7;
			S5[3][4] = 1;
			S5[3][5] = 14;
			S5[3][6] = 2;
			S5[3][7] = 13;
			S5[3][8] = 6;
			S5[3][9] = 15;
			S5[3][10] = 0;
			S5[3][11] = 9;
			S5[3][12] = 10;
			S5[3][13] = 4;
			S5[3][14] = 5;
			S5[3][15] = 3;
			S6[0][0] = 12;
			S6[0][1] = 1;
			S6[0][2] = 10;
			S6[0][3] = 15;
			S6[0][4] = 9;
			S6[0][5] = 2;
			S6[0][6] = 6;
			S6[0][7] = 8;
			S6[0][8] = 0;
			S6[0][9] = 13;
			S6[0][10] = 3;
			S6[0][11] = 4;
			S6[0][12] = 14;
			S6[0][13] = 7;
			S6[0][14] = 5;
			S6[0][15] = 11;
			S6[1][0] = 10;
			S6[1][1] = 15;
			S6[1][2] = 4;
			S6[1][3] = 2;
			S6[1][4] = 7;
			S6[1][5] = 12;
			S6[1][6] = 9;
			S6[1][7] = 5;
			S6[1][8] = 6;
			S6[1][9] = 1;
			S6[1][10] = 13;
			S6[1][11] = 14;
			S6[1][12] = 0;
			S6[1][13] = 11;
			S6[1][14] = 3;
			S6[1][15] = 8;
			S6[2][0] = 9;
			S6[2][1] = 14;
			S6[2][2] = 15;
			S6[2][3] = 5;
			S6[2][4] = 2;
			S6[2][5] = 8;
			S6[2][6] = 12;
			S6[2][7] = 3;
			S6[2][8] = 7;
			S6[2][9] = 0;
			S6[2][10] = 4;
			S6[2][11] = 10;
			S6[2][12] = 1;
			S6[2][13] = 13;
			S6[2][14] = 11;
			S6[2][15] = 6;
			S6[3][0] = 4;
			S6[3][1] = 3;
			S6[3][2] = 2;
			S6[3][3] = 12;
			S6[3][4] = 9;
			S6[3][5] = 5;
			S6[3][6] = 15;
			S6[3][7] = 10;
			S6[3][8] = 11;
			S6[3][9] = 14;
			S6[3][10] = 1;
			S6[3][11] = 7;
			S6[3][12] = 6;
			S6[3][13] = 0;
			S6[3][14] = 8;
			S6[3][15] = 13;
			S7[0][0] = 4;
			S7[0][1] = 11;
			S7[0][2] = 2;
			S7[0][3] = 14;
			S7[0][4] = 15;
			S7[0][5] = 0;
			S7[0][6] = 8;
			S7[0][7] = 13;
			S7[0][8] = 3;
			S7[0][9] = 12;
			S7[0][10] = 9;
			S7[0][11] = 7;
			S7[0][12] = 5;
			S7[0][13] = 10;
			S7[0][14] = 6;
			S7[0][15] = 1;
			S7[1][0] = 13;
			S7[1][1] = 0;
			S7[1][2] = 11;
			S7[1][3] = 7;
			S7[1][4] = 4;
			S7[1][5] = 9;
			S7[1][6] = 1;
			S7[1][7] = 10;
			S7[1][8] = 14;
			S7[1][9] = 3;
			S7[1][10] = 5;
			S7[1][11] = 12;
			S7[1][12] = 2;
			S7[1][13] = 15;
			S7[1][14] = 8;
			S7[1][15] = 6;
			S7[2][0] = 1;
			S7[2][1] = 4;
			S7[2][2] = 11;
			S7[2][3] = 13;
			S7[2][4] = 12;
			S7[2][5] = 3;
			S7[2][6] = 7;
			S7[2][7] = 14;
			S7[2][8] = 10;
			S7[2][9] = 15;
			S7[2][10] = 6;
			S7[2][11] = 8;
			S7[2][12] = 0;
			S7[2][13] = 5;
			S7[2][14] = 9;
			S7[2][15] = 2;
			S7[3][0] = 6;
			S7[3][1] = 11;
			S7[3][2] = 13;
			S7[3][3] = 8;
			S7[3][4] = 1;
			S7[3][5] = 4;
			S7[3][6] = 10;
			S7[3][7] = 7;
			S7[3][8] = 9;
			S7[3][9] = 5;
			S7[3][10] = 0;
			S7[3][11] = 15;
			S7[3][12] = 14;
			S7[3][13] = 2;
			S7[3][14] = 3;
			S7[3][15] = 12;
			S8[0][0] = 13;
			S8[0][1] = 2;
			S8[0][2] = 8;
			S8[0][3] = 4;
			S8[0][4] = 6;
			S8[0][5] = 15;
			S8[0][6] = 11;
			S8[0][7] = 1;
			S8[0][8] = 10;
			S8[0][9] = 9;
			S8[0][10] = 3;
			S8[0][11] = 14;
			S8[0][12] = 5;
			S8[0][13] = 0;
			S8[0][14] = 12;
			S8[0][15] = 7;
			S8[1][0] = 1;
			S8[1][1] = 15;
			S8[1][2] = 13;
			S8[1][3] = 8;
			S8[1][4] = 10;
			S8[1][5] = 3;
			S8[1][6] = 7;
			S8[1][7] = 4;
			S8[1][8] = 12;
			S8[1][9] = 5;
			S8[1][10] = 6;
			S8[1][11] = 11;
			S8[1][12] = 0;
			S8[1][13] = 14;
			S8[1][14] = 9;
			S8[1][15] = 2;
			S8[2][0] = 7;
			S8[2][1] = 11;
			S8[2][2] = 4;
			S8[2][3] = 1;
			S8[2][4] = 9;
			S8[2][5] = 12;
			S8[2][6] = 14;
			S8[2][7] = 2;
			S8[2][8] = 0;
			S8[2][9] = 6;
			S8[2][10] = 10;
			S8[2][11] = 13;
			S8[2][12] = 15;
			S8[2][13] = 3;
			S8[2][14] = 5;
			S8[2][15] = 8;
			S8[3][0] = 2;
			S8[3][1] = 1;
			S8[3][2] = 14;
			S8[3][3] = 7;
			S8[3][4] = 4;
			S8[3][5] = 10;
			S8[3][6] = 8;
			S8[3][7] = 13;
			S8[3][8] = 15;
			S8[3][9] = 12;
			S8[3][10] = 9;
			S8[3][11] = 0;
			S8[3][12] = 3;
			S8[3][13] = 5;
			S8[3][14] = 6;
			S8[3][15] = 11;
      i[2:1] = {B[6], B[1]};
      j[4:1] = B[5:2];
      case(s_table_id)
        5'b01: SBOX = S1[i][j];
        5'b10: SBOX = S2[i][j];
        5'b11: SBOX = S3[i][j];
        5'b100: SBOX = S4[i][j];
        5'b101: SBOX = S5[i][j];
        5'b110: SBOX = S6[i][j];
        5'b111: SBOX = S7[i][j];
        5'b1000: SBOX = S8[i][j];
      endcase
    end
  endfunction
endmodule
==> ./run.sh <==
#!/bin/bash
# OpenROAD 26Q1-2900-gdf79404cd8, Yosys 0.63+post, stock flow scripts
make -C /OpenROAD-flow-scripts/flow DESIGN_CONFIG=/design/flow/config.mk WORK_HOME=/design/flow/orfs finish
==> ./config.mk <==
export PLATFORM = sky130hd
export DESIGN_NAME = Sbox
export DESIGN_NICKNAME = Sbox
export VERILOG_FILES = /design/flow/design.v
export SDC_FILE = /design/flow/constraint.sdc
export NUM_CORES = 4
export LEC_CHECK = 1
export CORE_UTILIZATION = 50
==> ./constraint.sdc <==
current_design Sbox

set clk_period 3.5
set clk_io_pct 0.2

create_clock -name clk0 -period $clk_period

set non_clock_inputs [all_inputs -no_clocks]
set_input_delay [expr $clk_period * $clk_io_pct] -clock clk0 $non_clock_inputs
set_output_delay [expr $clk_period * $clk_io_pct] -clock clk0 [all_outputs]
==> results.toml <==
# generated from flow reports
[logic_synthesis]
yosys_cells = 559
netlist_instances = 559
xor_share_pct = 2.03
yosysMostFrequentCell = "a21oi_1"
synthAdderAreaFrac_pct = 3.63
aoi_share_pct = 48.9
yosys_warnings = 9
synth_cell_types = 72
ys_seq_share_pct = 0
mux_area_share_pct = 2.79
top_cell_area_share_pct = 7.70
top_logic_kind = "AND-OR/OR-AND gates"
common_cells = "53 x a21oi_1, 42 x nand2_1, 36 x nor2_1"
synth_area_sq_mm = 0.00345
avgSynthCellArea_sq_um = 6.17
area_leaders = "a21oi_1 7.7%, nand2b_1 4.9%, nand2_1 4.6%"
synth_chip_area_sq_mm = 0.00345
simple_gate_area_share_pct = 33.1
synth_area_leader_cell = "a21oi_1"

[final_layout]
finalCoreUtilization_pct = 89.1
drive_gt1_share_pct = 44.2
nFlopsAndLatches = 0
stdcell_count = 804
syn2layout_area_growth_pct = 67.9
seq_area_sq_um = 0
clock_buffers = 0
final.fill_count = 296

[final_timing]
setup_viol = 3
tightest_slew_ns = 0.729
slew-limit-headroom_pct = 51.0
maxSlewViolCount = 0
max_freq_mhz = 255
finalHoldViolations = 0
setup_slack_ns = -0.417
rsz0062_at_grt = "yes"
period_used_pct = 112
finalCriticalPeriod_ns = 3.92

[global_routing]
grt_max_degree = 36
overflow = 0
grt_pass1_wl_microns = 31400
antenna_found_initial = 0
grt_usage_pct = 57.5
first_global_vias = 5709

[floorplan]
die_w_microns = 85.0
core_util_floorplan_pct = 53.1
row_count = 29
coreArea_sq_mm = 0.00649
io_pins = 14
dieArea_sq_mm = 0.00723
die_height_microns = 85.0

[routing]
routed-wl-met2_microns = 7990
wl_met3_microns = 4430
viasPerCell = 7.80
dr.pass1.iters = 12
drtIter0Drc = 1206
drtAntennaViolNets = 0
top_layer_used = "met5"
drc = 0
met1Wirelength_microns = 7430
wire_per_inst_microns = 28.1
num_vias = 6272
routed_wl_microns = 22600
n_antenna_cell = 0

[setup_path]
start_kind = "input port"
cp_max_fo = 23
endpoint_kind = "primary output"
critPathKind = "in2out"
cp_slowest_cell = "xor2_1"
critical-path-max-stage-delay_ns = 0.56
cp.required_ns = 2.80
path_buffers = 4
path_cells = "buf_6 -> buf_12 -> xor2_1 -> nor2_1 -> a311oi_2 -> buf_4 -> a211oi_1 -> nor4_4 -> a41oi_2 -> clkdlybuf4s15_1"
worstPathArrival_ns = 3.22
crit_family = "buffers and inverters"
cp_num_cells = 10

[placed_design]
post-dp-hpwl_microns = 14400
place_congestion = 1.24
dpl.cell_count = 792
port-buffer-count = 14

[job]
warnings = 41
drv_cap = 0

[pwr]
p_per_area_mw_per_mm2 = 159
vdd_drop_max_v = 0.000150
p_leak_nw = 2.35

[worst_hold_path]
whs_path_depth = 5
hp-class = "in2out"

[status]
violations = "setup timing"
status = "complete, but fails checks"
stage by stage:
step                hold slack (ns)  worst slack (ns)  power, mW  cell area [sq um]  TNS, ns
floorplan                      1.55            0.0111      0.361               3450        0
global placement               2.56             -1.05      0.714               5020    -4.03
detailed placement             2.53             -1.01      0.717               5020    -3.97
CTS                            2.14           0.00303      0.782               5500        0
global route                   2.20            -0.281      0.937               5790   -0.647
finish                         2.19            -0.417      0.921               5790    -1.00
kinds of logic (layout without fill, tap and decap cells):
group / after synthesis / after routing
AOI/OAI and AO/OA: 242 / 242
xor gates and xnor gates: 8 / 8
adders and majority gates: 10 / 10
buffers and inverters: 77 / 245
muxes: 7 / 7
and+or+nand+nor: 215 / 215
power breakdown:
part	total (mW)	switching, mW	internal [mW]
combinational	0.921	0.514	0.407
clock	0	0	0
sequential	0	0	0
total	0.921	0.514	0.407
cell usage in the layout, fill, tap and decap left out, drive strengths merged, types with 10 or more instances in the layout:
cell	Yosys	routed
a211oi	10	10
a21oi	53	53
a311oi	10	10
a31oi	15	15
and2	11	11
buf	32	226
ha	10	10
inv	9	10
nand2	42	42
nand2b	27	27
nand3	22	22
nor2	36	36
nor2b	18	18
nor3	19	19
o211ai	15	15
o21ai	37	37
o311ai	17	17
final timing paths:
path / start / end / slack, ns
worst min-delay path: in[5] / out[3] / 2.19
worst max-delay path: in[4] / out[2] / -0.42
metal layers:
| metal | global-route usage, % | vias up |
|---|---|---|
| met4 | 34.1 | 8 |
| met1 | 70.9 | 2739 |
| met3 | 31.1 | 292 |
| met5 | 0 | - |
| met2 | 78.7 | 717 |
| li1 | - | 2516 |
layout make-up:
| cell class | instances | area, sq um | share of cell area (%) |
|---|---|---|---|
| well taps | 77 | 96.3 | 1.66 |
| inverters | 10 | 52.6 | 0.908 |
| multi-input cells | 482 | 3650 | 63.1 |
| repair buffers | 235 | 1990 | 34.4 |
what timing repair did:
action / CTS / global route
gates cloned: 0 / 2
pin swaps: 33 / 20
hold buffers: 0 / 0
setup buffers: 11 / 0
gates resized: 116 / 58
setup endpoints to repair: 4 / 4
Power is estimated from default activity; no workload was simulated.
