--- design/flow/design.v ---
`timescale 1ns / 1ps
module XorShift(clk,rst,seed,out);
    input clk,rst;
    input [0:31]seed;
    output [0:31]out;
    reg [0:31]x,y,z,w;
    wire [0:31]temp;
    assign out=w;
    assign temp=x^(x<<11);
    always @(posedge clk)begin
        if(rst)begin
            x<=123456789;
            y<=362436069;
            z<=521288629;
            w<=88675123^seed;
        end
        else begin
            x<=y;
            y<=z;
            z<=w;
            w<=(w^(w>>19))^(temp^(temp>>8));
        end
    end
endmodule
--- design/flow/run.sh ---
#!/bin/bash
# OpenROAD 26Q1-2900-gdf79404cd8, Yosys 0.63+post, stock flow scripts
make -C /OpenROAD-flow-scripts/flow DESIGN_CONFIG=/design/flow/config.mk WORK_HOME=/design/flow/orfs finish
--- design/flow/config.mk ---
export PLATFORM = sky130hd
export DESIGN_NAME = XorShift
export DESIGN_NICKNAME = XorShift
export VERILOG_FILES = /design/flow/design.v
export SDC_FILE = /design/flow/constraint.sdc
export NUM_CORES = 4
export LEC_CHECK = 1
export CORE_UTILIZATION = 50
--- design/flow/constraint.sdc ---
current_design XorShift

set clk_period 1.5
set clk_io_pct 0.2

create_clock -name clk0 -period $clk_period [get_ports {clk}]

set non_clock_inputs [all_inputs -no_clocks]
set_input_delay [expr $clk_period * $clk_io_pct] -clock clk0 $non_clock_inputs
set_output_delay [expr $clk_period * $clk_io_pct] -clock clk0 [all_outputs]
==> summary.txt <==
Purpose: to document the outcome of synthesis and place and route.

Finish
The layout-stage area growth over the synthesis result is 35.6%. The fraction of final layout cells sized beyond drive strength 1 is 30.7%. The layout has 624 filler cells. The logic area is 1810 µm². Once layout is done, the placed cells without fillers occupy 6020 µm². Per the layout area report, the register area comes to 2620 µm².

Clock tree
The clock insertion delay at the later pin of the skew report is 0.49 ns. The maximum clock path buffer count is 2. The clock tree synthesis step divided the H-tree into 4 levels. The number of clock sinks seen by CTS is 128. Buffers inserted during clock tree synthesis total 17.

The tree is rooted in a sky130_fd_sc_hd__clkbuf_8. TritonCTS built the clock tree. In this run, post-CTS hold repair placed 0 buffers.

The clock transition time at the flip-flop clock pins of the worst setup and hold paths is 0.06 ns.

Place
Routability-driven placement finished with a final weighted congestion of 0.740. The sum of net half-perimeters after detailed placement is 3940 µm. The number of buffers inserted by port buffering is 65. In this run the cell area measured after placement is 5240 µm².

Synth
The post-synthesis simple-gate area fraction is 15.3%. The adder-cell share of the synthesized area is 0%. Warnings reported by Yosys during synthesis add up to 1. For this design, Yosys synthesis ends with a cell count of 363. The post-synthesis chip area from yosys is 4440 µm². Of the total synthesized cell area, the portion taken by AND-OR and OR-AND cells is 2.48%. After synthesis, flip-flops and latches occupy 57.7% of the total area. Summing the areas of all xor and xnor instances in the mapped netlist gives 20.6% of the synthesized area.

The synthesis run identifies the leading combinational cell family as XOR/XNOR gates. The cell area after synthesis is 4440 µm². The netlist uses 16 different library cells. After synthesis, the mean cell area works out to 12.2 µm². The cell count after synthesis came out at 363. The area fraction in mux cells is 2.51%. The post-synthesis sequential element count is 128.

Global routing
The via count of the first global-routing pass was 2395. Summed over all layers, the global routing overflow is 0. The global-route wire length before repair is 10800 µm. Entering global routing, the biggest net connects 39 pins. The initial antenna violation count came to 0. The total global routing track utilization is 16.1%.

Worst setup path
Data on the critical path is required at its endpoint by 1.20 ns. The delay of the slowest critical-path stage is 0.36 ns. At the worst endpoint, the arrival time is 1.09 ns.

The worst setup path is captured at an output port. The signal on the critical path passes through dlygate4sd2_1. The worst setup path is launched from a flip-flop. The slowest stage of the critical path belongs to the cell sky130_fd_sc_hd__dfxtp_4. The number of buffers and inverters on the critical path is 1. The category of the critical setup timing path is reg2out.

The family with the most delay on the worst path is flip-flops. The critical path maximum fanout is 4.

STA
In the final report, the number of hold violations comes to 0. The final worst-path cycle share is 92.4%. The pin closest to its max-slew limit shows a slew of 0.406 ns.

The highest achievable clock rate is 722 MHz. The final timing report lists a max-slew violation count of 0. Clock skew on the completed layout was measured at 0.00645 ns.

The relative slew slack is 72.9%. The setup TNS after final layout is 0 ns. Setup repair after global routing left no endpoint under its margin.

Per the finish-stage timing summary, setup violations number 0. The worst path needs 1.39 ns of the cycle, external delays included. The final-layout worst hold slack is 0.234 ns.

Floorplanning
At the floorplan stage, the core utilization is reported as 51.4%. The overall die height is 96.2 µm. The area of the die is 9260 µm². The total I/O pin count is 66. From left edge to right edge, the die measures 96.2 µm. The core outline area is 8640 µm².

The number of rows created at floorplan is 34.

Route
The number of nets with antenna violations after routing is 0. The final wirelength is 6720 µm. The total inserted antenna cells is 0. The number of vias after detailed routing is 2590.

The number of iterations in the first detailed-routing pass is 4. The average detailed-routed wire length per instance is 11.5 µm. The detailed router finished its first iteration with 34 violations. The routed via count divided by cell count is 4.44.

The number of DRC violations after detailed routing is 0.

Run status
The run finished with clean final reports.

Pwr
IR analysis of the VDD net gives a maximum drop of 1.19 mV. The script computed a power per unit cell area of 1810 nW/µm². The leakage power of the design is 2.63 nW.

The post-layout total power is 0.0109 W.

Job
The reported max-cap violation count is 0. The tool warning count for the run is 26.

Worst hold path
The worst hold path class is in2reg.
## logic make-up after synthesis
group | after synthesis
compound gates | 21
xor+xnor | 70
buf+inv | 16
flops | 128
mux | 11
simple gates | 117
## through the flow
stage | util, % | cells | setup slack (ns)
finish | 69.7 | 583 | 0.114
global route | 69.7 | 583 | 0.0572
CTS | 69.7 | 583 | 0.0821
detailed placement | 60.6 | 525 | 0.157
global placement | 60.6 | 525 | 0.173
floorplan | - | 363 | 0.169
## worst reg2reg max path, delay by kind of cell, from the launching register on
kind                      cells  cell delay (ns)
DFF                           1             0.35
xor gates and xnor gates      2             0.64
muxes                         1             0.26
## metal layers
metal	global-route usage [%]	vias up	share of wire, %
li1	-	1343	-
met1	26.8	1195	52
met2	22.0	50	42
met3	5.70	2	5.6
met4	1.87	0	0.61
met5	0	-	0
## layout by cell type, fill, tap and decap left out
cell / count
sky130_fd_sc_hd__clkdlybuf4s50_1: 32
sky130_fd_sc_hd__or2_2: 49
sky130_fd_sc_hd__buf_12: 3
sky130_fd_sc_hd__dfxtp_2: 27
sky130_fd_sc_hd__o21ai_0: 19
sky130_fd_sc_hd__clkbuf_16: 16
sky130_fd_sc_hd__mux2i_1: 10
sky130_fd_sc_hd__dfxtp_1: 96
sky130_fd_sc_hd__xnor3_1: 16
sky130_fd_sc_hd__nor2b_1: 47
sky130_fd_sc_hd__xnor2_1: 37
sky130_fd_sc_hd__dfxtp_4: 5
sky130_fd_sc_hd__clkinv_2: 6
sky130_fd_sc_hd__mux2_2: 1
sky130_fd_sc_hd__bufinv_16: 3
sky130_fd_sc_hd__dlygate4sd2_1: 32
sky130_fd_sc_hd__buf_4: 30
sky130_fd_sc_hd__clkbuf_8: 1
sky130_fd_sc_hd__clkbuf_1: 2
sky130_fd_sc_hd__xnor3_4: 2
sky130_fd_sc_hd__o21a_1: 2
sky130_fd_sc_hd__nand2_1: 21
sky130_fd_sc_hd__xor3_1: 3
sky130_fd_sc_hd__clkinvlp_4: 2
sky130_fd_sc_hd__xor2_1: 12
sky130_fd_sc_hd__clkinv_4: 1
## path summary, 6_finish.rpt
kind,startpoint,cells after the start,end,slack (ns)
worst max-delay path,w[1],1,out[1],0.11
worst min-delay path,rst,2,y[18],0.23
worst max register to register,x[23],3,w[20],0.14
worst min register to register,y[11],1,x[11],0.40
## state kept, by name, indices dropped and copies added (netlist names)
| register | flops |
|---|---|
| z | 32 |
| x | 32 |
| y | 32 |
| w | 32 |
## report_power, final
part	switching (W)	leakage (nW)	total, W	internal, W
Sequential	0.000271	1.07	0.00440	0.00413
Clock	0.00135	0.277	0.00385	0.00250
Combinational	0.000763	1.29	0.00265	0.00188
Total	0.00238	2.63	0.0109	0.00851
## Yosys cell counts, drive strengths merged
master	number	share of area (%)
nor2b	47	6.6
o21a	2	0.34
clkbuf	13	1.1
xnor3	18	9.3
xor2	12	2.4
dfxtp	128	58
mux2	1	0.25
mux2i	10	2.3
nand2	21	1.8
xor3	3	1.6
buf	3	0.28
or2	49	6.9
xnor2	37	7.3
o21ai	19	2.1
## layout make-up
class	instances	area share, %
tap	108	2.25
clock buffer	19	7.01
timing repair buffer	97	14.7
sequential	128	43.5
multi-input combinational	219	30.2
clock inverter	12	2.39
## what timing repair did
action	CTS	global route
setup endpoints to repair	32	0
buffers inserted	27	0
resized	69	0
Power is estimated from default activity; no workload was simulated.
