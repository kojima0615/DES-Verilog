==> run.sh <==
#!/bin/bash
# OpenROAD 26Q1-2900-gdf79404cd8, Yosys 0.63+post, stock flow scripts
make -C /OpenROAD-flow-scripts/flow DESIGN_CONFIG=/design/flow/config.mk WORK_HOME=/design/flow/orfs finish
==> design.v <==
`timescale 1ns / 1ps
module mux(in1,in2,flag,out);
    input [0:63]in1,in2;
    input flag;
    output [0:63]out;
    assign out=(flag==1'b1)?in1:in2;
endmodule
==> constraint.sdc <==
current_design mux

set clk_period 1.0
set clk_io_pct 0.2

create_clock -name clk0 -period $clk_period

set non_clock_inputs [all_inputs -no_clocks]
set_input_delay [expr $clk_period * $clk_io_pct] -clock clk0 $non_clock_inputs
set_output_delay [expr $clk_period * $clk_io_pct] -clock clk0 [all_outputs]
==> config.mk <==
export PLATFORM = sky130hd
export DESIGN_NAME = mux
export DESIGN_NICKNAME = mux
export VERILOG_FILES = /design/flow/design.v
export SDC_FILE = /design/flow/constraint.sdc
export NUM_CORES = 4
export LEC_CHECK = 1
export CORE_AREA = 10 10 95 95
export DIE_AREA = 0 0 105 105
==> summary.txt <==
fresh numbers from the pnr run: status=complete, but fails checks, failing checks=negative setup slack, I/O Pins=193, Warnings, synthesis=0, Startpoint Class=input port, net switching power=0.000303 W, clock network power share=0%, Initial Util=between 10% and 20%, initial antenna violation count=0, Total Routed Length=7.06 mm, DR vias=1,384, final setup margin=-0.227 ns, Die Ht=roughly 110 microns, combinational share of power=100.0%, CP Class=input port to output port, largest net degree at the start of global routing=10, tool warnings=34, final hold violation count=0, critical-path cell list=buf_16 -> buf_12 -> buf_12 -> mux2_4 -> buf_2, HPWL Detailed=just over 6 mm, registers=0, RSZ-0062 raised after global routing=yes, total core area=roughly 6900 sq um, Core Rows=30, fin. max-slew vios=0, vias in the first global route=1,635, hold crit path type=input port to output port, Hold-fix buffers, CTS=0, Max Cap Viol=0, Cells after Synth=71, Crit path largest cell delay=0.30 ns, cell with the most instances after synthesis=mux2_4, Bufs and invs on worst path=4, routed length per instance=~19 microns, Filler Cell Count=683, Int Power=0.00109 W, PwrDens=between 400 and 500 nW/um^2, Die W=approximately 110 microns, fin util=between 40% and 50%, Placed Cells=358, CLK BUF=0, Inserted Diodes=0, crit share post-route=123%, CP dominant cell by count=buf_12, Max VDD drop=0.159 mV, syn avg cell area=15.2 sq um, CP Max Fanout=6, yosys synthesis chip area=1080 sq um, Syn-to-layout area delta=207%, GRT Util Overall=between 10% and 20%, Antenna Nets Post-Route=0, Sw Share=about 22%, Synth area leader=mux2_4, drt first-iter violations=20, Critical Path RT=0.80 ns, ys cells=~70, Top cells by area=mux2_4, buf_12, mux2_2, first-pass GRT wire length=10.3 mm, Top-area cell share=a little over four fifths, router iterations before antenna repair=3, Design Power=0.00139 W, post-synthesis cell area=1080 sq um, Reg area=0 sq um, share of layout cells above drive strength 1=53.3%, fin cells=370, max frequency=~800 MHz, Seq pwr share=0%, vias per cell=3.74, final global-route overflow total=0, leakage=1.72 nW, distinct lib cells=4, worst slew pin tran=0.104 ns, final worst path period need=1.23 ns, Critical Path AT=1.03 ns, GPL Wtd Cong=0.762, cell family with most CP delay=buffers and inverters, DRC=0, final setup vio count=64, CP Capture Type=output port, Seq share, synth=0%, critical path's slowest cell=mux2_4, Buffers on Ports=slightly below 200, top cells by count=mux2_4, buf_12, mux2_2, buf_6, dpl ws=-0.536 ns, Max-slew headroom=93.1%, DIE AREA=11,000 sq um
## area by class of cell
type / instances / area, sq um / share of cell area [%]
Tap cell: 96 / 120 / 3.63
Timing Repair Buffer: 210 / 2230 / 67.3
Multi-Input combinational cell: 64 / 961 / 29.1
## what timing repair did
action,CTS,global route
pin swaps,0,0
cloned,7,0
gates resized,259,38
buffers inserted,6,0
setup endpoints to repair,64,64
## layer usage
layer / track usage, % / vias to the layer above / routed length, microns
met1: 12.2 / 628 / 2480
li1: - / 681 / -
met3: 4.04 / 0 / 585
met2: 23.4 / 75 / 4000
met5: 0 / - / 0
met4: 0 / 0 / 0
## worst paths after layout
path / slack (ns) / startpoint / cells past startpoint / end
setup / recovery: -0.23 / flag / 5 / out[52]
hold / removal: 0.70 / in1[53] / 3 / out[53]
## cells by family after synthesis
kind of cell | Yosys count | synth area share, %
multiplexers | 64 | 87.8
buffers and inverters | 7 | 12.2
## per-stage QoR
step	hold slack, ns	instance area [sq um]	TNS (ns)
3_5_place_dp	1.32	3080	-32.35
4_1_cts	0.808	3180	-12.65
3_3_place_gp	1.32	3080	-32.38
2_1_floorplan	0.498	1080	0
5_1_grt	0.712	3310	-12.37
6_report	0.700	3310	-11.26
## cell usage in the layout, fill, tap and decap left out, drive strengths merged
master | Yosys | routed
clkdlybuf4s50 | 0 | 91
dlygate4sd2 | 0 | 19
dlymetal6s2s | 0 | 18
buf | 7 | 82
mux2 | 64 | 64
## worst min-delay path, cell delays in order
cell and delay (ns):
dlymetal6s2s_1 0.08, mux2_4 0.14, buf_6 0.07
## power groups by stage
stage                 clock (W)  combinational [W]  sequential, W
after CTS                     0            0.00136              0
after global routing          0            0.00148              0
final                         0            0.00139              0
Power and IR drop assume default switching activity.
